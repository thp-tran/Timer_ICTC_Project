**./design.v**
```verilog
module apb_slave#(
    parameter DATA_SIZE     = 32    ,
    parameter ADDR_SIZE     = 32    ,
    parameter PSTRB_SIZE    = 4     
)
(
    input                           pclk        ,
    input                           prst_n      ,
    input                           pwrite      ,
    input                           psel        ,
    input                           penable     ,
    input                           err_en      ,  
    input [DATA_SIZE -  1 : 0  ]    pwdata      ,
    input [PSTRB_SIZE - 1 : 0  ]    pstrb       ,
    input [ADDR_SIZE -  1 : 0  ]    addr        ,
    output[DATA_SIZE -  1 : 0  ]    wdata       ,
    output                          wr_en       , 
    output                          rd_en       ,
    output                          pready      ,
    output                          pslverr
);
    reg     pready_r    ;
    wire    pready_tmp  ;
    assign pready_tmp = !pready_r ? psel && penable : ~pready_r;
    always@(posedge pclk or negedge prst_n) begin
        if(!prst_n)
            pready_r <= 0;
        else 
            pready_r <= pready_tmp;
    end
    assign wdata   = pwdata;
    assign pready  = pready_r;
    assign wr_en   = pready_r && psel && penable && pwrite;
    assign rd_en   = pready_r && psel && penable && !pwrite;
    assign pslverr = err_en;
endmodule
module counter#
(
    parameter DATA_SIZE = 32,
    parameter CNT_SIZE  = 64
)
(
    input clk, rst_n,
    input cnt_en,
    input [DATA_SIZE-1 : 0] wdata,
    input [7 : 0] reg_sel,
    input wr_en,
    input timer_en,
    output [CNT_SIZE-1 : 0] cnt
);
    reg                      timer_en_d = 0;
    reg     [CNT_SIZE-1 : 0] cnt_r;
    wire    [CNT_SIZE-1 : 0] cnt_tmp;
    wire    [CNT_SIZE-1 : 0] cnt_nxt;
    wire tdr0_sel, tdr1_sel;
    assign tdr0_sel = wr_en && reg_sel[1];
    assign tdr1_sel = wr_en && reg_sel[2];
    assign cnt_tmp[31 :  0] = tdr0_sel ? wdata : cnt_r[31 :  0]  ;
    assign cnt_tmp[63 : 32] = tdr1_sel ? wdata : cnt_r[63 : 32]  ;
    assign cnt_nxt          = timer_en_d & !timer_en ? 64'b0 : tdr1_sel || tdr0_sel ? cnt_tmp :
                                                     cnt_en  ? cnt_r + 1 : cnt_r;
    always@(posedge clk or negedge rst_n) begin
        if(!rst_n)
            cnt_r <= 0;
        else 
            cnt_r <= cnt_nxt;
    end
    always@(posedge clk or negedge rst_n) begin
        if(!rst_n)
            timer_en_d <= 0;
        else 
            timer_en_d <= timer_en;
    end
    assign cnt = cnt_r;
endmodule 
module counter_ctrl(
    input clk, rst_n,
    input div_en, timer_en, halt_req,
    input [3 : 0] div_val,
    output cnt_en
);
    reg timer_en_d;
    wire default_mode;
    reg [7 : 0] limit = 1;
    assign default_mode = timer_en && !div_en && !(halt_req);
    wire ctrl_mode;
    always@(*) begin
        if(div_en) begin
            case(div_val) 
                4'b0000 : limit = 8'd0;
                4'b0001 : limit = 8'd1;
                4'b0010 : limit = 8'd3;
                4'b0011 : limit = 8'd7;
                4'b0100 : limit = 8'd15;
                4'b0101 : limit = 8'd31;
                4'b0110 : limit = 8'd63;
                4'b0111 : limit = 8'd127;
                4'b1000 : limit = 8'd255;
                default : limit = 8'd0;
            endcase
        end else begin
            limit = 1;
        end
    end
    wire [7 : 0] cnt_limit_tmp;
    reg  [7 : 0] cnt_limit_r;
    assign cnt_limit_tmp = timer_en_d & !timer_en ? 8'b0 :  cnt_limit_r == limit && !(halt_req) ? 0 : 
                                                    div_en && timer_en && !(halt_req) ? 
                                                                                    cnt_limit_r + 1 : cnt_limit_r;
    always@(posedge clk or negedge rst_n) begin
        if(!rst_n) begin
            cnt_limit_r <= 0;
            timer_en_d  <= 0;
            end
        else begin
            cnt_limit_r <= cnt_limit_tmp;
            timer_en_d  <= timer_en;
            end
    end
    assign ctrl_mode = cnt_limit_r == limit && timer_en && div_en && !(halt_req);
    assign cnt_en    =  div_en && !(halt_req)? ctrl_mode : default_mode;
endmodule
module reg_file#(
    parameter ADDR_SIZE     = 12    ,
    parameter DATA_SIZE     = 32    ,
    parameter PSTRB_SIZE    = 4     ,
    parameter DIV_VAL_SIZE  = 4     
)
(
    input                           sys_clk, sys_rst_n,  
    input                           wr_en, rd_en,  
    input   [ADDR_SIZE-1 : 0]       addr,    
    input   [DATA_SIZE-1 : 0]       wdata, 
    input   [63 : 0]                cnt,  
    input                           dbg_mode,  
    input   [3 : 0]                 pstrb, 
    output  [DATA_SIZE-1 : 0]       rdata,
    output                          div_en,  
    output  [DIV_VAL_SIZE-1 : 0]    div_val,  
    output                          halt_req_out,  
    output                          timer_en,
    output                          err_en,
    output  [DATA_SIZE-1 : 0]       wdata_counter,
    output  [7 : 0]                 reg_sel_out,
    output                          int_en
);
    parameter TCR_ADDR      = 12'h00;
    parameter TDR0_ADDR     = 12'h04;
    parameter TDR1_ADDR     = 12'h08;
    parameter TCMP0_ADDR    = 12'h0c;
    parameter TCMP1_ADDR    = 12'h10;
    parameter TIER_ADDR     = 12'h14;
    parameter TISR_ADDR     = 12'h18;
    parameter THCSR_ADDR    = 12'h1c;
    parameter DEFAULT_VAL   = 0     ;
    reg [7 : 0] reg_sel;
    reg [DATA_SIZE-1 : 0] tdr0_r    ;
    reg [DATA_SIZE-1 : 0] tdr1_r    ;
    reg [DATA_SIZE-1 : 0] tcmp0_r   ;
    reg [DATA_SIZE-1 : 0] tcmp1_r   ;
    reg [DATA_SIZE-1 : 0] tier_r    ;
    reg [DATA_SIZE-1 : 0] tisr_r    ;
    reg  [31 : 0] tcr_r;
    reg                   timer_en_d;
    wire [31 : 0]           low_cnt         ;
    wire [DATA_SIZE-1 : 0]  tcmp0_tmp       ;
    wire [DATA_SIZE-1 : 0]  tcmp1_tmp       ;
    wire [DATA_SIZE-1 : 0]  tier_tmp        ;
    wire [DATA_SIZE-1 : 0]  tisr_tmp        ;
    wire                    div_en_tmp      ;
    wire                    timer_en_tmp    ;               
    wire [3 : 0]            div_val_tmp     ;
    wire [DATA_SIZE-1 : 0]  high_cnt        ;
    wire err_div_en;
    wire err_div_val0;
    wire err_div_val1;
    wire [31 : 0] tcr_tmp;
    wire [31 : 0] tcr_tmp1;
    always@(*) begin
        case(addr) 
            TCR_ADDR    :   reg_sel = 8'b00000001;
            TDR0_ADDR   :   reg_sel = 8'b00000010;
            TDR1_ADDR   :   reg_sel = 8'b00000100;
            TCMP0_ADDR  :   reg_sel = 8'b00001000;
            TCMP1_ADDR  :   reg_sel = 8'b00010000;
            TIER_ADDR   :   reg_sel = 8'b00100000;
            TISR_ADDR   :   reg_sel = 8'b01000000;
            THCSR_ADDR  :   reg_sel = 8'b10000000;
            default     :   reg_sel = 8'b00000000;
        endcase
    end
    wire [31 : 0] mask;
    assign mask = { {8{pstrb[3]}}, {8{pstrb[2]}}, {8{pstrb[1]}}, {8{pstrb[0]} }};
    assign low_cnt  = cnt[DATA_SIZE-1 : 0];
    always@(*) begin
        if(!sys_rst_n) 
            tdr0_r = DEFAULT_VAL;
        else
            tdr0_r = low_cnt;
    end
    assign high_cnt = cnt[63 : 32];
    always@(*) begin
        if(!sys_rst_n)
            tdr1_r = DEFAULT_VAL;
        else 
            tdr1_r = high_cnt;
    end
    assign err_div_en   = timer_en && wr_en && reg_sel[0] && (wdata[1] != div_en) && mask[1] == 1'b1;
    assign err_div_val0 = (reg_sel[0] && wr_en) && (wdata[11 : 8] >= 9) && mask[11 : 8] == 4'b1111;
    assign err_div_val1 = timer_en & wr_en & reg_sel[0] & (wdata[11 : 8] != div_val) & mask[11 : 8] == 4'b1111;
    assign err_en       = err_div_en | err_div_val0 | err_div_val1;
    assign timer_en_tmp = wr_en && reg_sel[0] && !err_en && mask[0] ? wdata[0] : timer_en;
    assign div_en_tmp = !timer_en && wr_en && reg_sel[0] && !err_en && mask[1] ? wdata[1] : div_en;
    assign div_val_tmp = !timer_en && wr_en && reg_sel[0] && (wdata[11 : 8] < 9) && mask[11 : 8] && !err_en ? wdata[11 : 8]  : div_val;
    assign tcr_tmp1 = {20'b0, div_val_tmp, 6'b0, div_en_tmp, timer_en_tmp};
    assign tcr_tmp = wr_en && reg_sel[0] ? (tcr_r & ~mask) | (tcr_tmp1 & mask) : tcr_r;
    always@(posedge sys_clk or negedge sys_rst_n) begin
        if(!sys_rst_n) 
            tcr_r <= {20'b0, 4'b0001, 6'b0, 1'b0, 1'b0};
        else begin
            tcr_r <= tcr_tmp;
            timer_en_d <= timer_en;
            end
    end
    assign div_val  =   tcr_r[11 : 8];
    assign div_en   =   tcr_r[1];
    assign timer_en =   tcr_r[0];
    assign tcmp0_tmp = wr_en && reg_sel[3] ? (tcmp0_r & ~mask) | (wdata & mask) : tcmp0_r;
    always@(posedge sys_clk or negedge sys_rst_n) begin
        if(!sys_rst_n) 
            tcmp0_r <= 32'hffffffff;
        else 
            tcmp0_r <= tcmp0_tmp;
    end
    assign tcmp1_tmp = wr_en && reg_sel[4] ? (tcmp1_r & ~mask) | (wdata & mask) : tcmp1_r;
    always@(posedge sys_clk or negedge sys_rst_n) begin
        if(!sys_rst_n) 
            tcmp1_r <= 32'hffffffff;
        else 
            tcmp1_r <= tcmp1_tmp;
    end
    assign tier_tmp = wr_en && reg_sel[5] ? (tier_r[0] & ~mask) | (wdata[0] & mask) : tier_r;
    always@(posedge sys_clk or negedge sys_rst_n) begin
        if(!sys_rst_n)
            tier_r <= DEFAULT_VAL;
        else 
            tier_r <= tier_tmp;
    end
    assign int_en = tier_r[0] ? tisr_r[0] : 0;
    assign tisr_tmp = wdata[0] && wr_en && reg_sel[6] ? DEFAULT_VAL : 
                                                        ({tcmp1_r, tcmp0_r} == {tdr1_r, tdr0_r} ? 1'b1 : tisr_r);
    always@(posedge sys_clk or negedge sys_rst_n) begin
        if(!sys_rst_n) 
            tisr_r <= DEFAULT_VAL;
        else 
            tisr_r <= tisr_tmp;
    end
    wire halt_ack_tmp;
    reg halt_req_r;
    wire halt_req_tmp;
    reg halt_ack_r;
    assign halt_ack_tmp = dbg_mode & halt_req_r;
    always@(*) begin
        if(!sys_rst_n)
            halt_ack_r = 0;
        else 
            halt_ack_r = halt_ack_tmp;
    end
    assign halt_req_tmp = wr_en && reg_sel[7] ? (halt_req_r & ~mask) | (wdata[0] & mask) : halt_req_r;
    always@(posedge sys_clk or negedge sys_rst_n) begin
        if(!sys_rst_n) 
            halt_req_r <= 0;
        else 
            halt_req_r <= halt_req_tmp;
    end
    assign halt_req_out = halt_ack_r;
    reg [DATA_SIZE-1 : 0] rdata_r;
    always@(*) begin
        if(rd_en) begin
            case(addr)
                TCR_ADDR    : rdata_r = {20'b0, tcr_r[11 : 8], 6'b0, tcr_r[1 : 0]};
                TDR0_ADDR   : rdata_r = tdr0_r;
                TDR1_ADDR   : rdata_r = tdr1_r;
                TCMP0_ADDR  : rdata_r = tcmp0_r;
                TCMP1_ADDR  : rdata_r = tcmp1_r;
                TIER_ADDR   : rdata_r = tier_r;
                TISR_ADDR   : rdata_r = tisr_r;
                THCSR_ADDR  : rdata_r = {30'h0,halt_ack_r, halt_req_r};
                default     : rdata_r = DEFAULT_VAL;
            endcase
        end else begin
            rdata_r = DEFAULT_VAL;
        end
    end
    assign rdata = rdata_r;
    assign reg_sel_out = reg_sel;
    assign wdata_counter   = wr_en && reg_sel[1] ? (tdr0_r & ~mask) | (wdata & mask) : (tdr1_r & ~mask) | (wdata & mask);
endmodule
module top(
    input               sys_clk, sys_rst_n                  ,
    input               tim_psel, tim_pwrite, tim_penable   ,
    input   [31 : 0]    tim_paddr                            ,
    input   [31 : 0]    tim_pwdata                          ,
    output  [31 : 0]    tim_prdata                          , 
    input   [3 :  0]    tim_pstrb                           ,
    output              tim_pready                          ,
    output              tim_pslverr                         ,
    output              tim_int                             ,
    input               dbg_mode
);
    reg                 tim_pslverr_r               ;
    wire                pslverr, tim_pslverr_tmp    ;
    wire                err_en_tmp, pready_tmp      ;
    wire                wr_en_tmp, rd_en_tmp        ; 
    wire [31 : 0]       rdata_tmp                   ;
    wire [63 : 0]       cnt_tmp                     ;
    wire [31 : 0]       wdata                       ;
    wire                halt_req_tmp                ;
    wire                timer_en_tmp                ;
    wire [7 : 0]        reg_sel_tmp                 ;
    wire [3 : 0]        div_val_tmp                 ;
    wire                div_en_tmp                  ;
    wire [31 : 0]       wdt                         ;
    assign tim_prdata = rdata_tmp;
    assign tim_pready = pready_tmp;
    apb_slave slave(
                     .pwdata    ( tim_pwdata  )     ,
                     .addr      ( tim_paddr   )     ,  
                     .pclk      ( sys_clk     )     ,
                     .prst_n    ( sys_rst_n   )     ,
                     .psel      ( tim_psel    )     ,
                     .penable   ( tim_penable )     ,
                     .pwrite    ( tim_pwrite  )     ,
                     .pstrb     ( tim_pstrb   )     ,
                     .pready    ( pready_tmp  )     ,
                     .pslverr   ( tim_pslverr )     ,
                     .err_en    ( err_en_tmp  )     ,
                     .wr_en     ( wr_en_tmp   )     ,
                     .wdata     ( wdata       )     ,
                     .rd_en     ( rd_en_tmp   )
    );
    reg_file register(
                    .dbg_mode       ( dbg_mode          )   ,
                    .sys_clk        ( sys_clk           )   ,
                    .sys_rst_n      ( sys_rst_n         )   ,
                    .wr_en          ( wr_en_tmp         )   ,
                    .rd_en          ( rd_en_tmp         )   ,      
                    .addr           ( tim_paddr[11 : 0] )   ,
                    .wdata          ( wdata             )   ,
                    .rdata          ( rdata_tmp         )   ,
                    .cnt            ( cnt_tmp           )   ,
                    .div_en         ( div_en_tmp        )   ,
                    .div_val        ( div_val_tmp       )   ,
                    .halt_req_out   ( halt_req_tmp      )   ,
                    .timer_en       ( timer_en_tmp      )   ,
                    .err_en         ( err_en_tmp        )   ,
                    .int_en         ( tim_int           )   ,
                    .reg_sel_out    ( reg_sel_tmp       )   ,
                    .wdata_counter  ( wdt               )   ,
                    .pstrb          ( tim_pstrb         )
    );
    counter_ctrl counter_contrl(
                               .clk         ( sys_clk       )   ,
                               .rst_n       ( sys_rst_n     )   ,
                               .div_en      ( div_en_tmp    )   ,
                               .div_val     ( div_val_tmp   )   ,
                               .halt_req    ( halt_req_tmp  )   ,
                               .cnt_en      ( cnt_en_tmp    )   ,
                               .timer_en    ( timer_en_tmp  )
    );
    counter cnt(
                .timer_en   ( timer_en_tmp  )   ,
                .clk        ( sys_clk       )   ,
                .rst_n      ( sys_rst_n     )   ,
                .cnt_en     ( cnt_en_tmp    )   ,
                .wdata      ( wdt           )   ,
                .reg_sel    ( reg_sel_tmp   )   ,
                .wr_en      ( wr_en_tmp     )   ,
                .cnt        ( cnt_tmp       )
    );
endmodule
```
**./run.sh**
```bash
#!/bin/bash
# OpenROAD 26Q1-2900-gdf79404cd8, Yosys 0.63+post, stock flow scripts
make -C /OpenROAD-flow-scripts/flow DESIGN_CONFIG=/design/flow/config.mk WORK_HOME=/design/flow/orfs finish
```
**./config.mk**
```make
export PLATFORM = sky130hd
export DESIGN_NAME = top
export DESIGN_NICKNAME = top
export VERILOG_FILES = /design/flow/design.v
export SDC_FILE = /design/flow/constraint.sdc
export NUM_CORES = 4
export LEC_CHECK = 1
export CORE_UTILIZATION = 40
```
**./constraint.sdc**
```tcl
current_design top

set clk_period 10.0
set clk_io_pct 0.2

create_clock -name clk0 -period $clk_period [get_ports {sys_clk}]

set non_clock_inputs [all_inputs -no_clocks]
set_input_delay [expr $clk_period * $clk_io_pct] -clock clk0 $non_clock_inputs
set_output_delay [expr $clk_period * $clk_io_pct] -clock clk0 [all_outputs]
```
==> CHANGELOG.md <==
## Implementation

- Status: finished, final reports clean
- Layout cell share with drive strength beyond 1: between 15 and 20%
- Crit-path leading delay family: buffers and inverters
- Final WS setup: approximately 2.5 ns
- Flops after synth: 148
- Yosys simple share: between 10% and 20%
- Comb pwr share: roughly 5%
- WL final: ~44000 microns
- Vias: 11200
- Initial antenna violation count: 0
- Cts repair resizes: 0
- Leak: between 0.004 and 0.005 uW
- Aoi share: 27.1%
- Worst Skew: between 0.01 and 0.015 ns
- Async SR Flop Fraction: 100%
- Achievable Freq: roughly 0.13 GHz
- Chip area: approximately 0.029 sq mm
- Initial Util: slightly above 40%
- Final Hold Violation Tally: 0
- Slowest cell on the critical path: or4_1
- Syn_area_per_cell: 8.27 sq um
- First-pass GRT wire length: ~66000 microns
- CP endpoint kind: output port
- TritonCTS sink count: ~150
- Cell count after synthesis: between 1000 and 1500
- Cycle use final: around 75%
- R2r setup slk: 6.25 ns
- Xor+xnor area frac: under 10%
- Postcts setup bufs: 0
- Mux area share: roughly 9%
- Clk buf depth: 2
- Critical path buffers and inverters: 4
- Synth logic family: AND-OR/OR-AND gates
- Hold slack final: around 0.47 ns
- PwrDens: 108 mW/mm^2
- Mapped cell area: 0.0112 sq mm
- Ys cells: 1360
- Critical Path AT: 5.49 ns
- Setup crit start kind: primary input
- Setup WS pre-CTS: about 2.6 ns
- RSZ-0062 raised after global routing: false
- Layout area overhead: 14.0%
- Ys Warns: 5
- Global route total overflow: 0
- CTS tree: yes
- Gpl congestion: around 1
- Post-synth seq share: approximately a third
- Final Max Slew Viols: 0
- Chip height: 170 microns
- Die X: about 170 microns
- Core Region: between 0.02 and 0.03 sq mm
- Fin crit period: approximately 7.5 ns
- Reg power frac: between 40 and 50%
- Clock latency (worst-skew pair): about 0.44 ns
- Antenna diode instance count: 0
- RR Endpoint: cnt.cnt_r[44]$_DFFE_PN0P_
- Worst-margin pin slew: 0.932 ns
- Initial DRC Count: ~1100
- Gr usage total: 31.9%
- Post-DRT Antenna Nets: 0
- I/O pin cnt: 109
- MaxCap Viol Count: 0
- Unique masters post-synth: just under 80
- DRT Pass-1 Iters: 6
- P_int: between 1000 and 1500 uW
- Final setup violation count: 0
- Maximum VDD drop: roughly 0.11 mV
- # rows: 61
- Psw: 311 uW
- Worst hold endpoint: slave.pready_r$_DFF_PN0_
- Count of library flops with an enable pin: 0
- CP cell instances: clkdlybuf4s50_1, or4_1, nor2_1, buf_4, nand2_1, nor2_2, buf_4, a22oi_1, a21oi_1, clkdlybuf4s50_1
- CTS Hold Bufs: 0
- R2r startpoint: cnt.cnt_r[0]$_DFFE_PN0P_
- Post-route insts no fill: roughly 1800
- Adder Area Share: 0.223%
- Largest net degree at the start of global routing: just under 100
- Log Warnings: 45
- DRC viols: 0
- Worst Setup Path Type: in2out
- Sw Ratio: 22.5%
- Hold Crit Start: slave.pready_r$_DFF_PN0_
- Root Driver: clkbuf_16
- Setup TNS: 0 ns
- Clock Power Share: around 52%
- Vias in the first global route: around 10000
- HP Class: reg2reg
- Port Buffers: slightly below 90
- CP max FO: 21
- Slew headroom: between 30% and 40%
- DR vias/cell: about 6.4
- Worst Reg-to-Reg Cells: 9
- Detailed Place HPWL: ~31000 microns
- Cts bufs inserted: 17
- WL per Instance: roughly 25 microns
- Primary FF master, synth: dfrtp_1
- Clock-pin slew on the worst setup and hold paths: about 0.060 ns
- Placed cells: between 1500 and 2000
- # H-tree levels: 4
- Hold Path Stages: 1
- Chip Area, Yosys: between 0.01 and 0.015 sq mm
- Crit-path max cell delay: approximately 0.57 ns
- Worst path required time: ~8.0 ns
==> stage by stage <==
step | power, uW | util, % | area (sq um)
after floorplan | 629 | - | 11200
after global placement | 679 | 43.9 | 12200
after detailed placement | 680 | 43.9 | 12200
after CTS | 1390 | 46.3 | 12800
after global routing | 1420 | 46.3 | 12800
final | 1390 | 46.3 | 12800
==> worst max path at each step <==
stage	start	to	slack [ns]	cells past startpoint
CTS	tim_paddr[9]	tim_prdata[26]	2.58	10
finish	tim_paddr[9]	tim_prdata[26]	2.51	10
global route	tim_paddr[9]	tim_prdata[26]	2.33	10
==> metal layers <==
layer | part of all wire, % | vias to the layer above | wire (microns) | track usage, %
met2 | 44 | 584 | 19300 | 47.2
met3 | 9.8 | 95 | 4290 | 9.29
met4 | 3.8 | 0 | 1680 | 10.3
li1 | - | 5103 | - | -
met1 | 42 | 5442 | 18700 | 45.7
met5 | 0 | - | 0 | 0
==> layout make-up <==
type	count	area (sq um)
Timing Repair Buffer	115	1100
Sequential cell	148	3780
Clock inverter	5	77.6
Tap cell	378	473
Clock buffer	27	577
Fill cell	2672	14900
Inverter	23	86.3
Multi-Input combinational cell	1063	6720
==> cells in the mapped netlist (all sizes together), types with 4 or more instances <==
library cell	number	share of area, %
o21ai	143	6.4
a21oi	138	6.1
nor2	119	4.0
nand2	91	3.0
clkbuf	87	3.6
dfrtp	83	18
a22oi	81	5.4
mux2	67	6.7
nand3	66	2.9
dfstp	65	15
buf	37	2.3
xnor2	30	2.3
nor3	26	1.3
a31oi	24	1.3
inv	23	0.77
mux2i	23	2.0
nand3b	23	1.5
nand4	22	1.4
and3	17	0.95
nor4	17	1.0
o31ai	17	1.1
xor2	14	1.1
a221oi	10	0.83
nand2b	10	0.56
o21a	10	0.67
o22a	10	0.78
nor2b	7	0.39
or3	7	0.45
or4	7	0.50
a222oi	6	0.53
nor4b	6	0.58
or2	6	0.33
o211ai	5	0.33
o41ai	5	0.39
a211oi	4	0.27
a2bb2oi	4	0.31
a31o	4	0.31
a41o	4	0.36
and2	4	0.22
o22ai	4	0.22
==> cell usage in the layout (no fill, tap or decap), types with 5 or more instances in the layout <==
master,synthesis,final
o31ai_1,17,16
a221oi_1,9,9
nand2_1,91,91
dfrtp_1,83,83
and3_1,17,16
o21ai_0,139,139
xnor2_1,30,30
or2_2,6,6
o21a_1,10,10
clkbuf_16,0,20
o41ai_1,5,5
nand4_1,21,21
clkbuf_8,7,6
mux2i_1,23,23
clkdlybuf4s50_1,0,87
a22oi_1,81,81
nor4_1,16,16
dfstp_2,65,65
a21oi_1,138,138
o211ai_1,5,5
nand3_1,66,65
nor2_1,119,117
or4_1,6,5
mux2_2,67,67
nor3_1,24,23
nand2b_1,10,10
xor2_1,14,14
buf_4,9,26
o22a_1,10,10
inv_1,23,23
nor2b_1,7,6
a222oi_1,6,6
a31oi_1,24,24
or3_1,5,5
nand3b_1,23,23
==> power by group through the flow <==
stage | clock network (uW) | logic, uW | registers [uW]
global route | 747 | 74.9 | 601
finish | 715 | 69.1 | 601
CTS | 724 | 69.3 | 601
==> cell families (layout without fill, tap and decap cells) <==
group,after synthesis,after routing
fa+ha+maj,2,2
xor+xnor,44,44
simple gates,435,435
buf+inv,149,170
flops,148,148
compound gates,491,491
mux,91,91
Power is estimated from default activity; no workload was simulated.
